===== flow/run.sh =====
#!/bin/bash
# OpenROAD 26Q1-2900-gdf79404cd8, Yosys 0.63+post, stock flow scripts
make -C /OpenROAD-flow-scripts/flow DESIGN_CONFIG=/design/flow/config.mk WORK_HOME=/design/flow/orfs finish

===== flow/config.mk =====
export PLATFORM = sky130hd
export DESIGN_NAME = clock
export DESIGN_NICKNAME = clock
export VERILOG_FILES = /design/flow/design.v
export SDC_FILE = /design/flow/constraint.sdc
export NUM_CORES = 4
export LEC_CHECK = 1
export CORE_UTILIZATION = 40

===== flow/design.v =====
module clock(
	input						clk,						 
	input		[1:0]			keys,						 
	output	reg	[7:0]	anodes,					 
	output	reg	[7:0]	segments					 
);
	reg	[19:0]	t;									 
	reg	[24:0]	counter;							 
	reg				half_sec;						 
	reg				quarter_sec;					 
	reg	[17:0]	counter_mux;					 
	reg	[3:0]		display;							 
	reg	[1:0]		deb1, deb2, deb3;				 
	wire	[1:0]		keys_d;							 
	reg	[1:0]		fsm;								 
	wire				inc_time;						 
	initial
	begin
		anodes = 8'b11111111;
		segments = 8'b11111111;
	end
	always @ (posedge counter_mux[17])	 
	begin
		deb1 <= keys;
		deb2 <= deb1;
		deb3 <= deb2;
	end
	assign keys_d = (deb1 | deb2 | deb3);
	always @ (negedge keys_d[0])	 
	begin
		fsm = fsm + 2'd1;		
		if (fsm > 2'b11)
		begin
			fsm = 2'b00;
		end
	end
	always @ (posedge clk)
	begin
		counter_mux <= counter_mux + 1'b1;
	end
	always @ (posedge counter_mux[14])
	begin
		case(counter_mux[17:15])
			3'd0 : begin	display = (fsm == 2'b00 ? t[3:0] : 4'd15);								anodes = 8'b11111110;		end
			3'd1 : begin	display = (fsm == 2'b00 ? {1'b0, t[6:4]} : 4'd15);						anodes = 8'b11111101;		end
			3'd2 : begin	display = (fsm == 2'b00 ? (half_sec ? 4'd10 : 4'd15) : 4'd15);		anodes = 8'b11111011;		end	 
			3'd3 : begin	display = (fsm == 2'b10 ? 4'd15 : t[10:7]);							anodes = 8'b11110111;		end
			3'd4 : begin	display = (fsm == 2'b10 ? 4'd15 : {1'b0, t[13:11]});				anodes = 8'b11101111;		end
			3'd5 : begin	display = (fsm == 2'b00 ? (half_sec ? 4'd10 : 4'd15) : 4'd15);		anodes = 8'b11011111;		end	 
			3'd6 : begin	display = (fsm == 2'b01 ? 4'd15 : t[17:14]);						anodes = 8'b10111111;		end
			3'd7 : begin	display = (fsm == 2'b01 ? 4'd15 : {2'b00, t[19:18]});			anodes = 8'b01111111;		end
		endcase
		case(display)
			4'd0 : segments = 8'b11000000;	 
			4'd1 : segments = 8'b11111001;	 
			4'd2 : segments = 8'b10100100;	 
			4'd3 : segments = 8'b10110000;	 
			4'd4 : segments = 8'b10011001;	 
			4'd5 : segments = 8'b10010010;	 
			4'd6 : segments = 8'b10000010;	 
			4'd7 : segments = 8'b11111000;	 
			4'd8 : segments = 8'b10000000;	 
			4'd9 : segments = 8'b10010000;	 
			4'd10 : segments = 8'b10111111;	 
			4'd15 : segments = 8'b11111111;	 
		endcase
	end
	always @ (posedge clk)
	if (fsm == 2'b11)	 
	begin
		counter <= 25'd0;
		half_sec <= 1'b0;
		quarter_sec <= 1'b0;
	end
	else
	begin
		if (counter == 12500000)
			quarter_sec <= ~ quarter_sec;
		if (counter <= 25000000)
		begin
			counter <= counter + 25'd1;
		end
		else
		begin
			counter <= 25'd0;
			half_sec <= ~half_sec;
			quarter_sec <= ~ quarter_sec;
		end
	end
	assign inc_time = ((half_sec & (fsm == 2'b00))	 
							| ((fsm == 2'b01 | fsm == 2'b10) & (keys_d[1] | (!keys_d[1] & quarter_sec) )));
	always @ (negedge inc_time)
	if (fsm == 2'b11)	 
	begin
		t[6:0] <= 7'b0;
	end
	else
	begin
		case (fsm)
			2'b00 :	 
				begin
					t[3:0] = t[3:0] + 4'd1;
					if (t[3:0] >= 4'd10)
					begin
						t[3:0] = 4'd0;
						t[6:4] = t[6:4] + 3'd1;
						if (t[6:4] >= 3'd6)
						begin
							t[6:4] = 3'd0;
							t[10:7] = t[10:7] + 4'd1;
							if (t[10:7] >= 4'd10)
							begin
								t[10:7] = 4'd0;
								t[13:11] = t[13:11] + 3'd1;
								if (t[13:11] >= 3'd6)
								begin
									t[13:11] = 3'd0;
									t[17:14] = t[17:14] + 4'd1;
									if (t[17:14] >= 4'd10)
									begin
										t[17:14] = 4'd0;
										t[19:18] = t[19:18] + 2'd1;
									end
									if (t[19:14] == 6'h24)
									begin
										t[19:14] = 6'd0;
									end
								end
							end
						end
					end
				end
			2'b10 :	 
				begin
					t[17:14] = t[17:14] + 4'd1;
					if (t[17:14] >= 4'd10)
					begin
						t[17:14] = 4'd0;
						t[19:18] = t[19:18] + 2'd1;
					end
					if (t[19:14] == 6'h24)
					begin
						t[19:14] = 6'd0;
					end
				end
			2'b01 :	 
				begin
					t[10:7] = t[10:7] + 4'd1;
					if (t[10:7] >= 4'd10)
					begin
						t[10:7] = 4'd0;
						t[13:11] = t[13:11] + 3'd1;
						if (t[13:11] >= 3'd6)
						begin
							t[13:7] = 7'd0;
						end
					end
				end	
		endcase
	end
endmodule

===== flow/constraint.sdc =====
current_design clock

set clk_period 3.6
set clk_io_pct 0.2

create_clock -name clk0 -period $clk_period [get_ports {clk}]

set non_clock_inputs [all_inputs -no_clocks]
set_input_delay [expr $clk_period * $clk_io_pct] -clock clk0 $non_clock_inputs
set_output_delay [expr $clk_period * $clk_io_pct] -clock clk0 [all_outputs]

==> notes.org <==
* Flow results

** Logic synthesis
- Of the combinational cells, the family taking the most area is simple AND/OR/NAND/NOR gates.
- Looking at the cell usage after synthesis, the top flip-flop cell is sky130_fd_sc_hd__dfxtp_1.
- Adder and majority cell fraction of the synthesized area :: 0.0502
- Share of flip-flops with an asynchronous set or reset after synthesis :: 0
- Count of mapped cells out of synthesis :: 456
- In this run, synthesis produced a sequential element count of 88.
- Summing every instance area after synthesis gives 4480 µm².
- A synthesized cell averages 9.83 µm².
- Warnings, synthesis :: 1
- Of the post-synthesis cell area, the dominant cell type holds 0.304.
- XOR/XNOR share of the synthesized area :: 0.0996
- Of the post-synthesis cell area, the part taken by muxes is 0.00223.
- Number of distinct standard cells referenced by the synthesized netlist :: around 68
- Simple-Gate Fraction of Synth Area :: 0.267
- After synthesis, the design contains 456 cells according to Yosys.
- Per Yosys stat, the portion of area used by sequential elements is 0.438.
- In this run, the synthesized area fraction spent on AND-OR/OR-AND gates is recorded as 0.0968.
- Yosys mapped a number of flops with a built-in enable equal to 20.
- After synthesis, the chip area reported by Yosys is about 4500 µm².
- Cell type with the largest total area after synthesis :: sky130_fd_sc_hd__dfxtp_1
- Main area contributors after synthesis :: sky130_fd_sc_hd__dfxtp_1 30%, sky130_fd_sc_hd__edfxtp_1 13%, sky130_fd_sc_hd__xnor2_1 5.7%, sky130_fd_sc_hd__ha_1 5.0%, sky130_fd_sc_hd__nor2_4 4.5%

** Route
- The DRC violation total left in the routed layout is recorded as 0.
- The detailed router finished its first iteration with 117 violations.
- Antenna Nets Post-Route :: 0
- For this run, the detailed router reports a per-instance via density of between 5 and 6.
- According to the report, the first pass of detailed routing completed in 4 iterations.
- The routed design ends up with an antenna cell count of 0.
- Total length of routed wires :: 7.66 mm
- The routed layout has 3087 vias.
- For this sky-water flow run, the detailed-routed wirelength per cell is reported as roughly 13 µm.

** Worst setup path
- Worst Setup End Kind :: flop
- Maximum fanout along the worst path :: 17
- Setup crit start kind :: flop
- Data on the critical path is required at its endpoint by 3.82 ns.
- Number of cells traversed by the worst register-to-register path :: 7
- The critical path is of the reg -> reg type.
- According to the timing report, the arrival time at the worst endpoint equals about 2.6 ns.

** Timing
- For reference, the final report shows the max-slew violation count at 0.
- For the final database, setup skew stands at 0.00412 ns.
- Final period util :: 0.666
- Slack of the critical path :: about 1.2 ns
- Time the worst path needs with I/O delays and setup :: 2.40 ns
- Register pins left without a clock :: 43
- The final report lists the setup-violating endpoint count as 0.
- Final Hold Violation Tally :: 0
- The slew check shows that the tightest pin keeps a relative margin of 0.535.
- Static timing analysis puts the maximum clock frequency at approximately 420 MHz.
- Setup repair after global routing left no endpoint under its margin.
- Adding up every negative setup slack in the final design gives 0 ns.
- just under 80 endpoints have no timing constraint.
- At the pin with the least slew margin, the transition time is 0.697 ns.

** Power and ir drop
- The power report attributes to the combinational group a share of 0.003.
- Net switching power :: 158 µW
- Of the total power, the clock network draws 0.399.
- VDD IR max :: between 0.2 and 0.3 mV
- Relative contribution of sequential cells to total power :: 0.599
- Sw frac :: 0.190
- The internal portion of the total power is 673 µW.
- The script computed a power per unit cell area of roughly 170 nW/µm².
- P_leak :: around 1.6 nW

** GRT
- First-pass GRT wire length :: 13.3 mm
- Antenna violations before repair :: 0
- Entering global routing, the biggest net connects 27 pins.
- The global router reports that the layer with the highest usage is met2.
- Met1 Use GR :: 0.217
- GR met3 Demand/Resource :: 0.0111
- Residual overflow from global routing :: 0
- Number of global-route vias before repair :: 2867
- Overall routing resource usage recorded by global route was 0.145.
- met2 track demand over resource after global routing is 0.241.

** Clock network
- As reported, the later end of the worst-skew pair has a clock insertion delay of around 0.29 ns.
- Root cell of the clock tree :: sky130_fd_sc_hd__clkbuf_8
- Level count of the clock H-tree :: 2
- Buffers inserted during clock tree synthesis total 5.
- Number of hold buffers added after cts :: 0
- TritonCTS built the clock tree.
- The registers of the reported paths see a clock transition of approximately 0.080 ns.
- CTS Buffer Depth :: 2
- Post-CTS setup repair buffer count :: 0
- Once the clock tree was built, the resizer swapped 0 gates to a different size.

** Min path
- Worst min-delay path class :: reg -> reg
- Counting instances, the worst hold path has a depth of 1.

** Final layout
- In this run the layout overhead on the synthesized area is reported as 7.56%.
- Layout cell share with drive strength beyond 1 :: 0.113

** Die
- For this configuration, the core starts out at a cell density of 0.412.
- The floorplan step defined a core boundary enclosing roughly 11000 µm².
- Die W :: ~110 µm
- Chip Area :: 11600 µm²
- According to the floorplan log, the row count is 38.
- According to the floorplan report, the die height is 108 µm.
- Top-level I/O count :: 19

** Placement
- As logged by OpenROAD, the buffers inserted on ports number 17.
- Routability congestion estimate :: between 0.8 and 0.9
- Before CTS, the worst setup slack after placement is 1.23 ns.
- After legalization and detailed placement, the total HPWL measured 5.87 mm.

** Status
- Run status :: completed

** Flow run
- The report counts max-capacitance violations totalling 0.
- Tool warnings :: 35
[final timing paths]
path,startpoint,to,slack [ns]
worst max-delay path,counter[9],counter[19],1.20
worst min-delay path,counter_mux[0],counter_mux[0],0.45
worst max register to register,counter[9],counter[19],1.20
worst min register to register,counter_mux[0],counter_mux[0],0.45
[routing by layer]
| metal | vias to the layer above | wire [µm] | part of all wire |
|---|---|---|---|
| met5 | - | 0 | 0 |
| met4 | 0 | 104 | 0.014 |
| met3 | 9 | 145 | 0.019 |
| met2 | 41 | 3610 | 0.47 |
| met1 | 1435 | 3800 | 0.50 |
| li1 | 1602 | - | - |
[final cells by class]
cell class / count / area (µm²)
clock inverter: 1 / 5.00
fill: 1024 / 6060
sequential: 88 / 1960
tap: 140 / 175
timing repair buffer: 20 / 193
inverter: 20 / 75.1
clock buffer: 7 / 96.3
multi-input combinational: 331 / 2320
[state kept, by name, indices dropped and copies added (netlist names)]
| signal | flops |
|---|---|
| fsm | 2 |
| counter_mux | 18 |
| t | 20 |
| half_sec | 1 |
| counter | 25 |
| deb1 | 2 |
| anodes | 8 |
| quarter_sec | 1 |
| deb3 | 2 |
| deb2 | 2 |
| segments | 7 |
[placed cells by master (no fill, tap or decap), drive strengths merged, types with 2 or more instances in the layout]
master / n
a31oi: 2
xnor2: 29
or3: 5
o21ai: 14
nor4b: 3
edfxtp: 20
o22ai: 2
ha: 18
nand4: 9
clkbuf: 7
a21oi: 13
nor2b: 6
and3: 10
nor3b: 4
or2: 2
inv: 20
nand3: 19
o32ai: 3
buf: 3
nand2b: 4
nand3b: 7
and2: 5
nand2: 37
nor3: 19
a21o: 2
clkdlybuf4s50: 17
xor2: 22
o211ai: 4
a211oi: 4
nand4b: 2
and4: 3
nor2: 64
nor4: 2
dfxtp: 68
[worst max-delay path, cell delays in order (launching register included)]
cell and delay [ns]:
sky130_fd_sc_hd__dfxtp_1 0.37, sky130_fd_sc_hd__or3_4 0.39, sky130_fd_sc_hd__nor4_2 0.29, sky130_fd_sc_hd__nand4_1 0.13, sky130_fd_sc_hd__and4_4 0.21, sky130_fd_sc_hd__or2_2 0.43
sky130_fd_sc_hd__buf_4 0.33, sky130_fd_sc_hd__a21oi_1 0.16
[logic make-up after synthesis]
logic type / count (synthesis)
AND/OR/NAND/NOR: 204
other: 1
buffers and inverters: 37
adder cells (fa/ha/maj): 18
flip-flops: 88
multiplexers: 1
AND-OR/OR-AND: 56
XOR/XNOR: 51
[power groups by stage]
stage	Clock, mW	Combinational (mW)	Sequential, mW
5_1_grt	0.361	0.00240	0.497
6_report	0.331	0.00222	0.497
4_1_cts	0.344	0.00228	0.497
[cells in the mapped netlist, types with 4 or more instances]
cell type / instances
sky130_fd_sc_hd__nor2_2: 5
sky130_fd_sc_hd__dfxtp_1: 68
sky130_fd_sc_hd__xor2_1: 22
sky130_fd_sc_hd__and3_1: 10
sky130_fd_sc_hd__nor2b_1: 6
sky130_fd_sc_hd__xnor2_1: 29
sky130_fd_sc_hd__o21ai_1: 4
sky130_fd_sc_hd__nand2_1: 36
sky130_fd_sc_hd__nand2b_1: 4
sky130_fd_sc_hd__or3_1: 4
sky130_fd_sc_hd__nor3b_1: 4
sky130_fd_sc_hd__buf_2: 5
sky130_fd_sc_hd__ha_1: 18
sky130_fd_sc_hd__nand3_1: 19
sky130_fd_sc_hd__o21ai_0: 9
sky130_fd_sc_hd__o211ai_1: 4
sky130_fd_sc_hd__and2_1: 5
sky130_fd_sc_hd__a21oi_1: 12
sky130_fd_sc_hd__nand4_1: 8
sky130_fd_sc_hd__inv_1: 18
sky130_fd_sc_hd__nor2_1: 41
sky130_fd_sc_hd__nor3_1: 19
sky130_fd_sc_hd__nor2_4: 18
sky130_fd_sc_hd__clkbuf_1: 4
sky130_fd_sc_hd__edfxtp_1: 20
sky130_fd_sc_hd__nand3b_1: 7
[through the flow]
stage | power (mW) | cells | area [µm²] | hold slack [ns] | util
3_3_place_gp | 0.511 | 599 | 4720 | 0.427 | 0.434
6_report | 0.831 | 607 | 4820 | 0.448 | 0.443
2_1_floorplan | 0.510 | 456 | 4480 | 0.402 | -
4_1_cts | 0.843 | 607 | 4820 | 0.448 | 0.443
5_1_grt | 0.861 | 607 | 4820 | 0.477 | 0.443
3_5_place_dp | 0.511 | 599 | 4720 | 0.428 | 0.434
No activity file was given, so power comes from the tool's default toggle rates.
